==> design.v <==
module learnCosts(clock, nrst, en, fsourceID, fbatteryStat, fValue, fclusterID, initial_epsilon, address, wr_en, data_in, data_out, done);
	input clock, nrst, en;
	input [16-1:0] fsourceID, fbatteryStat, fValue, fclusterID, data_in, initial_epsilon;
	output done, wr_en;
	output [10:0] address;
	output [16-1: 0] data_out;
	reg [10:0] address_count;
	reg [16-1:0] data_out_buf, neighborCount, neighborCount_buf, knownSinkCount, cur_nID, cur_knownSink, cur_qValue, sinkID_address_buf;
	reg done_buf, found, reinit, wr_en_buf;
	reg [16-1:0] n, k;
	reg [4:0] state;
	always @ (posedge clock) begin
		if (!nrst) begin
			done_buf <= 0;
			state <= 22;	 
			wr_en_buf <= 0;
			found <= 0;
			reinit <= 0;
			n = 0;
			k = 0;
		end
		else begin
			case (state)
				0: begin
					state <= 1;
					address_count <= 11'h68A;  
				end
				1: begin
					neighborCount <= data_in;
					state <= 2;
					address_count <= 11'h688;  
				end
				2: begin
					knownSinkCount <= data_in;
					state <= 3;
				end
				3: begin
					if (n == neighborCount)
						state <= 12;
					else begin
						address_count <= 11'h48 + n*2;  
						state <= 4;
					end
				end
				4: begin
					cur_nID = data_in;	 
					if (cur_nID == fsourceID) begin
						found <= 1;
						state <= 5;
						sinkID_address_buf <= 16'h248 + 16*n;
					end
					else begin
						n = n + 1;
						state <= 3;
					end
				end
				5: begin
					if (k == knownSinkCount) begin
						data_out_buf = k;
						address_count <= 11'h68E + 2*k;  
						wr_en_buf <= 1;
						state <= 8;
					end
					else begin
						address_count <= 11'h8 + k*2;  
						state <= 6;
					end
				end
				6: begin
					cur_knownSink = data_in;  
					data_out_buf = cur_knownSink;
					address_count <= sinkID_address_buf + k*2;	 
					wr_en_buf <= 1;
					state <= 7;
				end
				7: begin
					wr_en_buf <= 0;
					k = k + 1;
					state <= 5;
				end
				8: begin
					data_out_buf = fbatteryStat;
					address_count <= 11'h148 + n*2;  
					wr_en_buf <= 1;
					state <= 9;
				end
				9: begin
					wr_en_buf <= 0;
					address_count <= 11'h1C8 + n*2;  
					state <= 10;
				end
				10: begin
					cur_qValue = data_in;
					data_out_buf = cur_qValue;
					wr_en_buf <= 1;
					if (cur_qValue < fValue)
						reinit <= 1;
					else
						reinit <= 0;
					state <= 11;
				end
				11: begin
					if (found) begin
						if (reinit) begin
							data_out_buf = initial_epsilon;
							address_count <= 11'h4;	 
							wr_en_buf <= 1;
							state <= 20;
						end
						else
							state <= 21;  
					end
					else 
						state <= 21;	 
				end
				12: begin
					address_count <= 11'h48 + neighborCount*2;  
					data_out_buf = fsourceID;
					wr_en_buf <= 1;
					state <= 13;
				end
				13: begin
					address_count <= 11'h148 + neighborCount*2;  
					data_out_buf = fbatteryStat;
					wr_en_buf <= 1;
					state <= 14;	
				end
				14: begin
					address_count <= 11'h1C8 + neighborCount*2;  
					data_out_buf = fValue;
					wr_en_buf <= 1;
					state <= 15;
				end
				15: begin
					address_count <= 11'hC8 + neighborCount*2;
					data_out_buf = fclusterID;
					wr_en_buf <= 1;
					k = 0;
					sinkID_address_buf <= 16'h248 + 16*neighborCount;
					state <= 16; 
				end
				16: begin
					if (k == knownSinkCount) begin
						state <= 19;
						address_count <= 11'h68E + 2*neighborCount;  
						data_out_buf = k;
						wr_en_buf <= 1;
					end
					else begin
						address_count <= 11'h8 + k*2;  
						state <= 17;
					end
				end
				17: begin
					cur_knownSink = data_in;
					data_out_buf = cur_knownSink;
					address_count <= sinkID_address_buf + 2*k;  
					wr_en_buf <= 1;
					state <= 18;
				end
				18: begin
					wr_en_buf <= 0;
					k = k + 1;
					state <= 16;
				end
				19: begin
					data_out_buf = neighborCount + 1;
					address_count <= 11'h68A;	 
					wr_en_buf <= 1;
					state <= 20;
				end
				20: begin
					wr_en_buf <= 0;
					state <= 21;
				end
				21: begin
					done_buf <= 1;
					state <= 22;
				end
				22: begin	 
					if (en) begin
						state <= 0;
						done_buf <= 0;
						wr_en_buf <= 0;
						found <= 0;
						reinit <= 0;
						n = 0;
						k = 0;
					end
					else
						state <= 22;
				end
				default: 
					state <= 22;
			endcase
		end
	end
	assign done = done_buf;
	assign address = address_count;
	assign data_out = data_out_buf;
	assign wr_en = wr_en_buf;
endmodule
==> run.sh <==
#!/bin/bash
# OpenROAD 26Q1-2900-gdf79404cd8, Yosys 0.63+post, stock flow scripts
make -C /OpenROAD-flow-scripts/flow DESIGN_CONFIG=/design/flow/config.mk WORK_HOME=/design/flow/orfs finish
==> config.mk <==
export PLATFORM = sky130hd
export DESIGN_NAME = learnCosts
export DESIGN_NICKNAME = learnCosts
export VERILOG_FILES = /design/flow/design.v
export SDC_FILE = /design/flow/constraint.sdc
export NUM_CORES = 4
export LEC_CHECK = 1
export CORE_UTILIZATION = 50
==> constraint.sdc <==
current_design learnCosts

set clk_period 8.5
set clk_io_pct 0.2

create_clock -name clk0 -period $clk_period [get_ports {clock}]

set non_clock_inputs [all_inputs -no_clocks]
set_input_delay [expr $clk_period * $clk_io_pct] -clock clk0 $non_clock_inputs
set_output_delay [expr $clk_period * $clk_io_pct] -clock clk0 [all_outputs]
==> GITHUB_STEP_SUMMARY <==
### Flow metrics

| Metric | Value |
|---|---|
| Final TNS setup | `0 ns` |
| First-pass GRT wire length | `38,800 um` |
| Area grow syn2layout | `24.8%` |
| Status | `complete, no violations` |
| Drt total wl | `25,900 um` |
| DR iter-0 viols | `725` |
| Ys flop type | `edfxtp_1` |
| Finish-stage setup viols | `0` |
| Final period util | `~46%` |
| Tool warnings | `30` |
| Largest net degree at the start of global routing | `~40` |
| FFs w/ async S/R, synth | `0%` |
| Inserted Clock Buffers | `17` |
| RSZ-0062 raised after global routing | `no` |
| Yosys top cell area share | `24.5%` |
| LEAKAGE | `3.68 nW` |
| Worst skew pair latency | `0.41 ns` |
| Sequential share of the synthesized area | `39.3%` |
| Layout cells sized above 1 | `5.45%` |
| Clk sink count | `approximately 120` |
| Clock period minus worst slack | `3.87 ns` |
| Clock buffer depth | `2` |
| Wire length per cell | `21.9 um` |
| Routability cong. | `slightly below 1` |
| Routed vias/inst | `6.05` |
| Die height | `128 um` |
| Row count | `45` |
| Final Skew | `0.00590 ns` |
| CP required | `8.59 ns` |
| HPWL after detailed placement | `a little under 20,000 um` |
| Worst R2R Setup Slack | `5.53 ns` |
| Clk slew on worst S/H paths | `around 0.060 ns` |
| Top cell type by total area after synthesis | `edfxtp_1` |
| Cell Area, Synth | `around 8000 um^2` |
| Ranking of synthesized cells by area | `edfxtp_1 (24%), dfxtp_1 (15%), xnor2_1 (7.7%)` |
| Relative slew margins | `42.2%` |
| Mapped Avg Cell Area | `9.19 um^2` |
| WP data arrival | `3.96 ns` |
| Max_cap viols | `0` |
| Die footprint | `around 16,000 um^2` |
| GRT Total Usage | `33.5%` |
| Final hold slack | `0.442 ns` |
| Fin. max-slew vios | `0` |
| Yosys chip area | `between 7000 and 8000 um^2` |
| Number of diodes | `0` |
| Die Width | `128 um` |
| Top cells by count | `xnor2_1 (70), edfxtp_1 (65), nor2_1 (61)` |
| Yosys cell types | `roughly 66` |
| Tightest Pin Transition | `0.866 ns` |
| Setup Fix Bufs, Post-CTS | `0` |
| Yosys aoi share | `roughly 18%` |
| Io pins | `128` |
| Crit. End Element | `flip-flop` |
| Pwr Density | `150 nW/um^2` |
| Largest logic family | `AND-OR/OR-AND gates` |
| Number of global-route vias before repair | `approximately 6,700` |
| # Cells Yosys | `868` |
| Max Freq | `258 MHz` |
| Length of the first detailed-routing pass in iterations | `5` |
| Final Hold Vio Count | `0` |
| DR vias | `7,167` |
| Post-Synth Adder-Cell Area | `roughly 5.9%` |
| CP Class | `in -> reg` |
| EDFF count, synth | `65` |
| Simple-gate share of the synthesized area | `about 17%` |
| Yosys warns | `1` |
| CTS tree | `done` |
| Crit Path Max Fanout | `13` |
| Startpoint Class | `primary input` |
| Hold crit path type | `reg -> reg` |
| PortBufs | `126` |
| GRT overflow | `0` |
| Final ANT Viol Nets | `0` |
| Mapped Cells | `868` |
| Most frequent cell after synthesis | `xnor2_1` |
| VDD IR-drop max | `around 0.14 mV` |
| XOR/XNOR Area Share | `about an eighth` |
| DRC Markers | `0` |
| Core footprint | `15,400 um^2` |
| CTS root buffer | `clkbuf_16` |
| Initial Util | `between 50 and 60%` |
| Mux share | `1.55%` |
| # resized after CTS | `0` |
| CTS H-tree depth | `4` |
| Initial antenna violation count | `0` |
| Seq cells post-synth | `124` |
| Hold buffer count at cts | `0` |
-- metal layers --
metal  wire length [um]  global-route usage (%)  vias to the layer above
li1                   -                       -                     3372
met1              11100                    50.7                     3420
met2              11700                    49.1                      342
met3               2630                    11.5                       33
met4                449                    5.47                        0
met5                  0                       0                        -
-- power by group --
| group | switching, mW | internal, mW | total [mW] |
|---|---|---|---|
| logic | 0.0509 | 0.0658 | 0.117 |
| registers | 0.00730 | 0.634 | 0.641 |
| clock network | 0.266 | 0.473 | 0.739 |
| total | 0.324 | 1.17 | 1.50 |
-- worst max-delay path: stages --
cell,delay (ns)
clkdlybuf4s50_1,0.68
xnor2_1,0.16
nand4_1,0.11
nor4_2,0.29
buf_4,0.24
and2_1,0.40
o21a_1,0.36
-- final cells by class --
class                      count  area (um^2)
fill                        1192         5420
multi-input combinational    645         4450
sequential                   124         3130
timing repair buffer         138         1350
clock buffer                  27          583
tap                          211          264
inverter                      34          128
clock inverter                 5         35.0
-- kinds of logic (layout without fill, tap and decap cells) --
group,count (synthesis),in the layout
AND-OR/OR-AND,211,211
AND/OR/NAND/NOR,270,270
other,1,1
multiplexers,12,12
XOR/XNOR,114,114
adder cells (fa/ha/maj),37,37
buffers and inverters,99,204
flip-flops,124,124
-- through the flow --
| stage | cell area, um^2 | setup WS, ns | std cells | util, % | total power [mW] |
|---|---|---|---|---|---|
| 2_1_floorplan | 7970 | 5.23 | 868 | - | 0.694 |
| 3_3_place_gp | 9330 | 4.21 | 1152 | 60.7 | 0.768 |
| 3_5_place_dp | 9330 | 4.24 | 1152 | 60.7 | 0.768 |
| 4_1_cts | 9950 | 4.66 | 1184 | 64.7 | 1.50 |
| 5_1_grt | 9950 | 4.48 | 1184 | 64.7 | 1.54 |
| 6_report | 9950 | 4.63 | 1184 | 64.7 | 1.50 |
-- flip-flops by register name, summed over array words and instances (netlist names), 7 cells and up --
name,flops
n,16
k,16
state,23
neighborCount,16
data_out_buf,16
address_count,10
knownSinkCount,16
sinkID_address_buf,7
-- cell usage in the layout (no fill, tap or decap), types with 34 or more instances in the layout --
master | Yosys | final
xnor2_1 | 70 | 70
nand2_1 | 55 | 55
a21oi_1 | 51 | 51
dfxtp_1 | 59 | 59
nor2_1 | 61 | 61
clkdlybuf4s50_1 | 0 | 126
xor2_1 | 44 | 44
edfxtp_1 | 65 | 65
inv_1 | 34 | 34
ha_1 | 36 | 36
-- path summary, 6_finish.rpt --
check	end	cells past startpoint	from
worst min-delay path	state[0]	1	state[16]
worst max register to register	data_out_buf[0]	6	k[9]
worst min register to register	state[0]	1	state[16]
worst max-delay path	sinkID_address_buf[10]	7	data_in[4]
Power is estimated from default activity; no workload was simulated.
