$ cat /design/flow/run.sh
#!/bin/bash
# OpenROAD 26Q1-2900-gdf79404cd8, Yosys 0.63+post, stock flow scripts
make -C /OpenROAD-flow-scripts/flow DESIGN_CONFIG=/design/flow/config.mk WORK_HOME=/design/flow/orfs finish
$ cat /design/flow/config.mk
export PLATFORM = sky130hd
export DESIGN_NAME = selectMyAction
export DESIGN_NICKNAME = selectMyAction
export VERILOG_FILES = /design/flow/design.v
export SDC_FILE = /design/flow/constraint.sdc
export NUM_CORES = 4
export LEC_CHECK = 1
export CORE_AREA = 10 10 90 90
export DIE_AREA = 0 0 100 100
$ cat /design/flow/constraint.sdc
current_design selectMyAction

set clk_period 2.4
set clk_io_pct 0.2

create_clock -name clk0 -period $clk_period [get_ports {clock}]

set non_clock_inputs [all_inputs -no_clocks]
set_input_delay [expr $clk_period * $clk_io_pct] -clock clk0 $non_clock_inputs
set_output_delay [expr $clk_period * $clk_io_pct] -clock clk0 [all_outputs]
$ cat /design/flow/design.v
module selectMyAction(clock, nrst, en, start, address, wr_en, nexthop, nextsinks, action, data_out, forAggregation, done);
	input clock, nrst, en, start;
	input [16-1:0] nexthop, nextsinks;
	output forAggregation, done, wr_en;
	output [16-1:0] action, address, data_out;
	reg forAggregation_buf, done_buf, wr_en_buf;
	reg [16-1:0] action_buf, address_count, data_out_buf;
	reg [2:0] state;
	always @ (posedge clock) begin
		if (!nrst) begin
			done_buf = 0;
			wr_en_buf = 0;
			forAggregation_buf = 0;
			state = 5;
		end
		else begin
			case (state)
				0: begin
					if (start) begin
						action_buf = nexthop;
						state = 1;
					end
					else state = 0;
				end
				1: begin
					if (nextsinks != 16'd65) begin
						action_buf = nextsinks;
					end
					state = 2;
				end
				2: begin
					if (action_buf == 300) begin
						forAggregation_buf = 1;
						data_out_buf = 16'h1;
						address_count = 16'h2;  
						wr_en_buf = 1;
					end
					else forAggregation_buf = 0;
					state = 3;
				end
				3: begin
					wr_en_buf = 0;
					state = 4;
				end
				4: begin
					done_buf = 1;
					state = 5;
				end
				5: begin
					if (en) begin
						done_buf = 0;
						wr_en_buf = 0;
						forAggregation_buf = 0;
						state = 0;
					end
					else state = 5;
				end
				default: state = 5;
			endcase
		end
	end
	assign done = done_buf;
	assign address = address_count;
	assign wr_en = wr_en_buf;
	assign data_out = data_out_buf;
	assign forAggregation = forAggregation_buf;
	assign action = action_buf;
endmodule
==> impl_metrics.csv <==
group,metric,value,unit
worst_setup_path,end_kind,"flop",
floorplan,core,6280,um^2
clock_tree,cts-hold-fix-buffers,0,
place,place_area,1880,um^2
hold_path,worst_min_delay_path_category,"reg -> reg",
place,detailedPlacementHpwl,3.15,mm
run_status,run_status,"completed",
power,power.density,441,nW/um^2
floorplan,core_util_floorplan,21.6,%
power,vdd_ir_drop_max,0.309,mV
synthesis,yosys_register_bits,25,
grt,grt_first_pass_wirelength,5.52,mm
worst_setup_path,cp_max_fo,8,
place,dp_slack,0.120,ns
floorplan,chip_area,10000,um^2
worst_setup_path,timing.setup.critical_path_class,"in -> reg",
final_timing,postLayoutSetupSlackWorst,0.422,ns
final_timing,min_period_over_period,82.4,%
drt,drt_iter0_drc,26,
finish,final_area,1930,um^2
clock_tree,clock.latency.late_pin,0.26,ns
final_timing,maxClockFrequency,505,MHz
finish,layout_top_cell_excl_fill_tap,"sky130_fd_sc_hd__clkdlybuf4s50_1",
final_timing,hold_viol_final,0,
clock_tree,cts-buffers-inserted,3,
final_timing,finalMaxSlewViolations,0,
place,finalWeightedCongestion,0.722,
floorplan,die_height,100,um
final_timing,worst_clock_skew,0.00229,ns
finish,final_layout_top_logic_cells,"54 x sky130_fd_sc_hd__clkdlybuf4s50_1, 32 x sky130_fd_sc_hd__conb_1, 16 x sky130_fd_sc_hd__mux2_2, 16 x sky130_fd_sc_hd__edfxtp_1, 9 x sky130_fd_sc_hd__dfxtp_1",
hold_path,holdCritStartpoint,"state[2]$_DFF_P_",
synthesis,synth_cell_types,26,
synthesis,yosys_warnings,1,
grt,grt_start_max_net_pins,19,
power,power.total,0.849,mW
worst_setup_path,critical_path_data_required_time,2.43,ns
grt,grt_antenna_before_repair,0,
drt,drt_pre_antenna_iters,4,
worst_setup_path,critical_path.startpoint_type,"input port",
flow_run,stage_log_warnings,25,
synthesis,number_of_cells_in_the_yosys_synthesis_report,112,
drt,route.antenna.remaining_nets,0,
drt,vias,916,
clock_tree,clk_pin_slew,0.09,ns
final_timing,finalSetupTns,0,ns
drt,wl,3.61,mm
floorplan,design.portCount,87,
grt,vias_in_the_first_global_route,1048,
drt,num_antenna_cells,0,
clock_tree,cts_repair_resize_count,0,
synthesis,ys_chip_area,1360,um^2
clock_tree,ctsHtreeMaxLevel,1,
clock_tree,cts_tree,"built",
finish,num-fill-cells,667,
final_timing,period_minus_slack,1.98,ns
finish,final_core_utilization,30.7,%
synthesis,sequential_fraction_of_the_synthesis_area,48.8,%
worst_setup_path,cp-startpoint,"nextsinks[9]",
grt,gr-usage-all-layers,7.06,%
finish,syn2layout_area_growth,42.1,%
flow_run,drv_cap,0,
clock_tree,clock_path_buffers,2,
grt,grt.overflow.total,0,
worst_setup_path,crit-reg2reg-launch,"state[4]$_DFF_P_",
power,power_leakage,0.716,nW
floorplan,fp-row-count,29,
drt,drcViolationCount,0,
drt,routed_via_density,3.72,
worst_setup_path,cp_data_arrival_time,2.01,ns
place,portBuffers,54,
synthesis,syn_inst,112,
clock_tree,cts_root_buffer,"sky130_fd_sc_hd__clkbuf_8",
synthesis,synthesis.area,1360,um^2
synthesis,syn-mean-instance-area,12.1,um^2
clock_tree,tritoncts_num_sinks,25,
drt,wire_per_inst,14.7,um
final_timing,timing.final.setup_violations,0,
finish,post_route_cells_drive_above_1_share,14.8,%
clock_tree,number_of_buffers_inserted_by_post_cts_setup_repair,0,
floorplan,die_span_in_x,100,um
worst_setup_path,rrSetupSlack,0.78,ns
final_timing,grt_setup_unrepaired,"false",
cell usage after synthesis:
master / n / area share [%]
sky130_fd_sc_hd__a21boi_0: 1 / 0.55
sky130_fd_sc_hd__a21oi_1: 1 / 0.37
sky130_fd_sc_hd__a2bb2oi_1: 1 / 0.65
sky130_fd_sc_hd__and2_1: 5 / 2.3
sky130_fd_sc_hd__and3_1: 1 / 0.46
sky130_fd_sc_hd__buf_2: 1 / 0.37
sky130_fd_sc_hd__buf_4: 32 / 18
sky130_fd_sc_hd__buf_6: 1 / 0.83
sky130_fd_sc_hd__conb_1: 2 / 0.55
sky130_fd_sc_hd__dfxtp_1: 9 / 13
sky130_fd_sc_hd__edfxtp_1: 16 / 35
sky130_fd_sc_hd__mux2_2: 16 / 13
sky130_fd_sc_hd__mux2i_1: 4 / 3.0
sky130_fd_sc_hd__nand2_1: 2 / 0.55
sky130_fd_sc_hd__nand2b_1: 3 / 1.4
sky130_fd_sc_hd__nand3b_1: 1 / 0.55
sky130_fd_sc_hd__nand4_1: 2 / 0.92
sky130_fd_sc_hd__nor2_1: 1 / 0.28
sky130_fd_sc_hd__nor2b_1: 2 / 0.92
sky130_fd_sc_hd__nor3b_1: 1 / 0.55
sky130_fd_sc_hd__nor4_1: 2 / 0.92
sky130_fd_sc_hd__nor4_2: 1 / 0.92
sky130_fd_sc_hd__nor4b_1: 3 / 1.9
sky130_fd_sc_hd__nor4bb_1: 1 / 0.74
sky130_fd_sc_hd__o21ai_0: 2 / 0.74
sky130_fd_sc_hd__or4b_1: 1 / 0.74
routing by layer:
layer  GRT usage (%)  part of all wire [%]  vias up
met1            7.99                    40      420
met3            4.16                    12        2
met5               0                     0        -
met4           0.217                  0.28        0
li1                -                     -      449
met2            11.9                    48       45
layout make-up:
cell class                      instances  area (um^2)  share of cell area, %
Clock inverter                          1         8.76                  0.455
Tap cell                               77         96.3                   5.00
Sequential cell                        25          661                   34.3
Multi-Input combinational cell         83          556                   28.8
Clock buffer                            3         41.3                   2.14
Timing Repair Buffer                   57          563                   29.2
sequential cells by signal, summed over array words and instances, names as in the netlist:
| name | flops |
|---|---|
| forAggregation_buf | 1 |
| done_buf | 1 |
| wr_en_buf | 1 |
| state | 6 |
| action_buf | 16 |
stage by stage:
step | hold WS [ns] | cells
4_1_cts | 0.446 | 246
3_3_place_gp | 0.418 | 242
3_5_place_dp | 0.424 | 242
5_1_grt | 0.482 | 246
6_report | 0.441 | 246
2_1_floorplan | 0.407 | 142
kinds of logic after synthesis:
kind of cell,synth area share [%]
buffers and inverters,18.9
AND/OR/NAND/NOR,13.2
flip-flops,48.8
multiplexers,16.3
AND-OR/OR-AND,2.31
other,0.554
worst max-delay path, stage by stage:
cell,delay (ns)
sky130_fd_sc_hd__clkdlybuf4s50_1,0.41
sky130_fd_sc_hd__nor4_1,0.42
sky130_fd_sc_hd__nand4_1,0.20
sky130_fd_sc_hd__nor4_2,0.22
sky130_fd_sc_hd__nor3b_2,0.09
sky130_fd_sc_hd__buf_4,0.18
final timing paths:
path,end,cells past startpoint
max,action_buf[1]$_DFFE_PP_,6
min,state[0]$_DFF_P_,1
max reg2reg,action_buf[1]$_DFFE_PP_,4
min reg2reg,state[0]$_DFF_P_,1
power breakdown:
group / switching [mW] / internal, mW
clock network: 0.131 / 0.121
logic: 0.0349 / 0.0846
registers: 0.00732 / 0.470
total: 0.173 / 0.676
Power figures rest on the tool's default switching activity, not on a simulated workload.
